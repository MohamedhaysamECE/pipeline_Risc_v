[run.sh]
#!/bin/bash
# OpenROAD 26Q1-2900-gdf79404cd8, Yosys 0.63+post, stock flow scripts
make -C /OpenROAD-flow-scripts/flow DESIGN_CONFIG=/design/flow/config.mk WORK_HOME=/design/flow/orfs finish
[config.mk]
export PLATFORM = sky130hd
export DESIGN_NAME = DE_pipeline_reg
export DESIGN_NICKNAME = DE_pipeline_reg
export VERILOG_FILES = /design/flow/design.v
export SDC_FILE = /design/flow/constraint.sdc
export NUM_CORES = 4
export LEC_CHECK = 1
export CORE_AREA = 10 10 231 231
export DIE_AREA = 0 0 241 241
[constraint.sdc]
current_design DE_pipeline_reg

set clk_period 1.0
set clk_io_pct 0.2

create_clock -name clk0 -period $clk_period [get_ports {clk}]

set non_clock_inputs [all_inputs -no_clocks]
set_input_delay [expr $clk_period * $clk_io_pct] -clock clk0 $non_clock_inputs
set_output_delay [expr $clk_period * $clk_io_pct] -clock clk0 [all_outputs]
[design.v]
`timescale 1ns / 1ps
module DE_pipeline_reg(
    input FlushE,clk,MemWriteD,ALUsrcD,RegWriteD,BranchD,JumpD,
    input [2:0] ALUControlD,                        
    input [1:0] ResultSrcD,                         
    input [31:0] RD1,RD2,PCD,ImmExtD,PCPlus4D,Instr,                                  
    output reg MemWriteE,ALUsrcE,RegWriteE,BranchE,JumpE,
    output reg [2:0] ALUControlE,
    output reg [1:0] ResultSrcE,
    output reg [31:0] RD1E,RD2E,PCE,ImmExtE,PCPlus4E,
    output reg [4:0]Rs1E,Rs2E,RdE
    );
 wire [4:0] Rs1D,Rs2D,RdD;   
 assign Rs1D = Instr[19:15];
 assign Rs2D = Instr[24:20];
 assign RdD = Instr[11:7];
     always @(posedge clk)
           begin
               if(FlushE)
                   begin
                       MemWriteE <= 0;
                        ALUsrcE <= 0;
                        RegWriteE <= 0;
                        BranchE <= 0;
                        JumpE <= 0;
                        ALUControlE <= 0;
                        ResultSrcE <= 0;  
                        RD1E <= 0;
                        RD2E <= 0;
                        PCE <= 0;  
                        Rs1E <= 0;
                        Rs2E <= 0;
                        RdE <= 0;   
                        ImmExtE <= 0;  
                        PCPlus4E <= 0;     
                   end
                else
                   begin
                        MemWriteE <= MemWriteD;     
                        ALUsrcE <= ALUsrcD;         
                        RegWriteE <= RegWriteD;     
                        BranchE <= BranchD;         
                        JumpE <= JumpD;             
                        ALUControlE <= ALUControlD; 
                        ResultSrcE <= ResultSrcD;
                        RD1E <= RD1;
                        RD2E <= RD2;
                        PCE <= PCD;  
                        Rs1E <= Rs1D;
                        Rs2E <= Rs2D;
                        RdE <= RdD;
                        ImmExtE <= ImmExtD;
                        PCPlus4E <= PCPlus4D;
                   end   
           end
endmodule
==> impl_metrics.env <==
# yosys + openroad results
export IMPL_status="finished, violations left"
export IMPL_violations="setup timing"
export IMPL_whs_endpoint="RD2E[25]"
export IMPL_cts_buffer_depth=2
export IMPL_finalPower_mw=16.3
export IMPL_hp_start="FlushE"
export IMPL_fmax_mhz=842
export IMPL_post_cts_buffers=0
export IMPL_vias=4014
export IMPL_leakage_nw=4.00
export IMPL_finalSetupTns_ns=-14.69
export IMPL_p_per_area_mw_per_mm2=1730
export IMPL_dr_first_iter_drc_count=86
export IMPL_slew_violations=0
export IMPL_syn_area_mm2=0.00496
export IMPL_vdd_drop_max_v=0.00105
export IMPL_grt_use_total=0.0650
export IMPL_clk_pin_slew_ns=0.07
export IMPL_grt_overflow=0
export IMPL_syn_avg_cell_area_um2=12.7
export IMPL_yosysTopAreaCell="dfxtp_1"
export IMPL_cts_root_buffer="clkbuf_16"
export IMPL_portBuffers=371
export IMPL_use_met3=0.0400
export IMPL_utilization=0.195
export IMPL_numSynthFlops=185
export IMPL_drv_cap=0
export IMPL_synthToLayoutAreaGrowth_pct=89.3
export IMPL_place_gp_congestion=0.790
export IMPL_coreArea_mm2=0.0480
export IMPL_die_w_um=241
export IMPL_ys_sh_aoi=0
export IMPL_avgRoutedWirePerCell_um=14.3
export IMPL_cts_inserted_buffers=17
export IMPL_drive_gt1_frac=0.345
export IMPL_critPathBufInv=1
export IMPL_max_slew_margin=0.842
export IMPL_crit_chain="buf_6"
export IMPL_period_used=1.19
export IMPL_start_kind="flop"
export IMPL_synth_cell_types=4
export IMPL_rsz0062_at_grt="yes"
export IMPL_grtUsageMet1=0.0750
export IMPL_ant_nets=0
export IMPL_max_stage_delay_ns=0.40
export IMPL_crit_arrival_ns=0.99
export IMPL_ys_warn_count=1
export IMPL_critPathKind="reg -> out"
export IMPL_worstMarginPinSlew_ns=0.237
export IMPL_ys_area_mm2=0.00496
export IMPL_area_leaders="dfxtp_1 75%, nor2b_1 23%, buf_2 1.7%, clkbuf_1 0.23%"
export IMPL_antenna_found_initial=1
export IMPL_mux_area_frac=0
export IMPL_htree_levels=4
export IMPL_vias_per_cell=2.84
export IMPL_io_pins=389
export IMPL_row_count=80
export IMPL_ys_cells=390
export IMPL_worstPathMaxFanout=1
export IMPL_drc=0
export IMPL_initCoreUtil=0.103
export IMPL_post_dp_hpwl_mm=16.4
export IMPL_finalSetupViolations=185
export IMPL_period_needed_ns=1.19
export IMPL_synth_xor_xnor_area_share=0
export IMPL_min_path_type="in -> reg"
export IMPL_place_inst=1379
export IMPL_warnings=44
export IMPL_setup_ws_ns=-0.188
export IMPL_grt_pass1_vias=4068
export IMPL_cts_tree="done"
export IMPL_grt_max_degree=33
export IMPL_fp_dieH_um=241
export IMPL_cts_sinks=185
export IMPL_syn_inst=390
export IMPL_stdcell_count=1412
export IMPL_fin_area_mm2=0.00939
export IMPL_busiest_layer="met2"
export IMPL_cp_required_ns=0.80
export IMPL_grt_pass1_wl_mm=27.5
export IMPL_yosysSeqAreaShare=0.747
export IMPL_min_path_cells=3
export IMPL_chipArea_mm2=0.0581
export IMPL_synth_top_area_share=0.747
export IMPL_critPathSlowestCell="dfxtp_4"
export IMPL_synthSimpleGateAreaFrac=0.233
export IMPL_first_pass_iters=4
export IMPL_timing_final_hold_violations=0
export IMPL_place_area_mm2=0.00956
export IMPL_critical_path_top_delay_family="flip-flops"
export IMPL_use_met2=0.101
export IMPL_cp_end_kind="output port"
export IMPL_logic_family="simple AND/OR/NAND/NOR gates"
export IMPL_adder_share=0
export IMPL_wl_mm=20.2
==> synth_stat cells <==
cell      number
dfxtp_1      185
nor2b_1      185
buf_2         17
clkbuf_1       3
==> per-layer routing <==
layer,up-vias,share of wire
met5,-,0.00035
met4,2,0.026
met3,30,0.14
met2,224,0.45
met1,1796,0.38
li1,1962,-
==> layout make-up <==
type                       count  area [um2]
timing repair buffer         394        3110
sequential                   185        3760
fill                        5284       38700
antenna                        1        2.50
clock buffer                  23         468
clock inverter                 9         114
tap                          615         769
multi-input combinational    185        1160
==> worst max-delay path by stage <==
stage,endpoint,cells after the start,startpoint
after CTS,ImmExtE[3],1,ImmExtE[3]
after global routing,ImmExtE[3],1,ImmExtE[3]
final,PCPlus4E[30],1,PCPlus4E[30]
==> metrics by stage <==
| step | hold slack (ns) | worst slack (ns) |
|---|---|---|
| floorplan | 0.328 | 0.298 |
| global placement | 0.621 | -0.300 |
| detailed placement | 0.635 | -0.285 |
| CTS | 0.0899 | -0.263 |
| global route | 0.106 | -0.264 |
| finish | 0.134 | -0.188 |
==> kinds of logic (layout without fill, tap and decap cells) <==
logic type	count (synthesis)	in the layout
flops	185	185
simple gates	185	185
buf+inv	20	426
other cells	0	1
==> report_power, final <==
part           total (mW)  switching, mW  internal (mW)  leakage [nW]
registers            7.88          0.106           7.77          1.55
logic                1.59          0.424           1.17          2.17
clock network        6.81           2.98           3.82         0.280
total                16.3           3.51           12.8          4.00
==> cells in the final DEF, fill, tap and decap left out <==
master | Yosys | layout
buf_12 | 0 | 3
buf_2 | 17 | 167
buf_4 | 0 | 20
buf_6 | 0 | 19
bufinv_16 | 0 | 2
clkbuf_1 | 3 | 4
clkbuf_16 | 0 | 17
clkbuf_8 | 0 | 2
clkdlybuf4s50_1 | 0 | 185
clkinv_2 | 0 | 2
clkinv_4 | 0 | 1
clkinvlp_4 | 0 | 2
dfxtp_1 | 185 | 147
dfxtp_2 | 0 | 33
dfxtp_4 | 0 | 5
diode_2 | 0 | 1
inv_6 | 0 | 1
inv_8 | 0 | 1
nor2b_1 | 185 | 185
==> flip-flops by register name (all words and copies together) (netlist names) <==
register / cells
JumpE: 1
RD1E: 32
ALUsrcE: 1
Rs1E: 5
PCE: 32
ImmExtE: 32
MemWriteE: 1
Rs2E: 5
RegWriteE: 1
BranchE: 1
PCPlus4E: 32
RdE: 5
ALUControlE: 3
RD2E: 32
ResultSrcE: 2
==> what timing repair did <==
| action | in CTS | in global routing |
|---|---|---|
| hold buffers | 0 | 0 |
| gates cloned | 0 | 0 |
| gates resized | 657 | 23 |
| endpoints found under the setup margin | 185 | 185 |
Power is estimated from default activity; no workload was simulated.
