==> design.v <==
module DataMemory(
    input clk,                  
    input [31:0] ALUResult,       
    input [31:0] WriteData,     
    input MemWrite,             
    output  [31:0] ReadData  
);
    reg [31:0] memory [0:255];  
    always @(posedge clk) begin
        if (MemWrite) begin
            memory[ALUResult ] <= WriteData;  
        end
    end
  assign  ReadData = memory[ALUResult ];   
endmodule
`timescale 1ns / 1ps
module memory_unit(
    input [31:0]ALUResultM,WriteDataM,
    input clk,MemWriteM,
    output [31:0]ReadDataM
    );
     DataMemory mem2(.clk(clk), .MemWrite(MemWriteM), .WriteData(WriteDataM), .ALUResult(ALUResultM),
      .ReadData(ReadDataM));
endmodule
==> run.sh <==
#!/bin/bash
# OpenROAD 26Q1-2900-gdf79404cd8, Yosys 0.63+post, stock flow scripts
make -C /OpenROAD-flow-scripts/flow DESIGN_CONFIG=/design/flow/config.mk WORK_HOME=/design/flow/orfs finish
==> config.mk <==
export PLATFORM = sky130hd
export DESIGN_NAME = memory_unit
export DESIGN_NICKNAME = memory_unit
export VERILOG_FILES = /design/flow/design.v
export SDC_FILE = /design/flow/constraint.sdc
export NUM_CORES = 4
export LEC_CHECK = 1
export CORE_UTILIZATION = 50
export SYNTH_MEMORY_MAX_BITS = 65536
==> constraint.sdc <==
current_design memory_unit

set clk_period 70.2
set clk_io_pct 0.2

create_clock -name clk0 -period $clk_period [get_ports {clk}]

set non_clock_inputs [all_inputs -no_clocks]
set_input_delay [expr $clk_period * $clk_io_pct] -clock clk0 $non_clock_inputs
set_output_delay [expr $clk_period * $clk_io_pct] -clock clk0 [all_outputs]
==> flow_summary.toml <==
# synthesis and place-and-route metrics
[synthesis]
netlist_instances = 13060
seq_area_frac_synth = 0.7977
ys_cells = 13060
synth_chip_area_um2 = 308400
synthesis.area_um2 = 308400
yosys_warnings = 1
synth.distinct_cells = 20
syn_avg_cell_area_um2 = 23.62
ys.flops = 8192

[critical_path]
cp_cell_sequence = "buf_16, buf_4, buf_12, buf_4, buf_4, buf_4, buf_4, buf_4, mux4_2, a22oi_1, a21oi_1, o41ai_2, buf_4, nand4_1, clkdlybuf4s50_1"
cp-start-kind = "input pin"
end_kind = "primary output"
timing_worst_setup_path_type = "in2out"
path_delay_family = "buffers and inverters"
cpMostUsedCell = "buf_4"
crit_slowest_cell = "o41ai_2"
cp_max_fo = 67
path_buffers = 10
cpPeakStageDelay_ps = 1170
crit_arrival_ps = 23180
cp_data_required_time_ps = 56160

[global_route]
gr-total-overflow = 0
grt_max_degree = 119
grt_pass1_vias = 165000
antenna_found_initial = 19
grtUsageTotal = 0.3091
grt_pass1_wl_um = 1173000

[outcome]
status = "finished, final reports clean"

[cells_and_area]
largest_register = "mem2.memory"
syn2layout_area_growth_pct = 13.77
largest_reg_flops = 8192
regArea_um2 = 246000
top_regs = "mem2.memory (8192)"
nFillCells = 42490
logic_area_um2 = 61760
drive_gt1_frac = 0.2987

[final_timing]
setup_ws_ps = 32980
maxSlewHeadroom = 0.09956
rsz0062_at_grt = "no"
worstMarginPinSlew_ps = 1336
setup_tns_ps = 0
finalHoldViolations = 0
fmax_ghz = 0.02687
holdWs_ps = 13290
fin_crit_ps = 37220
setup_viol = 0
drv_slew = 0
finalCritPeriodShare = 0.5301

[floorplan]
num_rows = 288
fp_util = 0.5016
die_area_um2 = 619900
core-area_um2 = 614800
floorplan.die.width_um = 787.3
ios = 98
die_y_um = 787.3

[route]
firstDrtPassIters = 7
viasPerCell = 6.360
wl_per_cell_um = 36.78
routed_wl_um = 836500
ant_nets = 0
drc_errors = 0
num_vias = 144700
drtIter0Drc = 8266

[clock_tree]
cts.clk_slew.worst_paths_ps = 60
cts_tree = "built"
cts_inserted_buffers = 797
cts.sinks = 8192
cts_resized = 0
hold_buffers = 0
cts_root_buf = "clkbuf_16"
htree_levels = 6
cts_setup_buffers = 0
clockBufferDepth = 4

[flow_run]
drv_cap = 0
warnings = 56

[power_and_ir_drop]
power.density_nw_per_um2 = 28.60
p_leak_nw = 107.2
ir_worst_vdd_mv = 0.02253

[hold_path]
hold_class = "in2reg"

[placed_design]
place.gp.congestion = 0.9094
dp_hpwl_um = 470600
post-place-ws_ps = 33280
io_buffers = 73
area by class of cell:
cell class                      instances  share of cell area
Timing Repair Buffer                  894             0.02085
Tap cell                             8120             0.02896
Multi-Input combinational cell       4066              0.1760
Clock inverter                        469             0.01336
Clock buffer                          989             0.05951
Sequential cell                      8192              0.7012
Antenna cell                           15           0.0001070
Inverter                                1          0.00001070
power breakdown:
part	internal, mW	switching [mW]
clock network	2.37	1.79
registers	5.39	0.00226
logic	0.158	0.315
routing by layer:
layer / vias up / GRT usage / share of wire / wire length [um]
met5: - / 0.03678 / 0.0036 / 3037
met4: 54 / 0.1204 / 0.055 / 45910
met2: 11920 / 0.4268 / 0.46 / 388200
met1: 72400 / 0.3274 / 0.26 / 219800
li1: 58720 / - / - / -
met3: 1568 / 0.2911 / 0.21 / 179500
cells in the mapped netlist:
cell	count	share of area
buf_1	65	0.00079
nor2b_1	7	0.00014
nand4_1	32	0.00065
a22oi_1	1024	0.025
nand3_1	13	0.00021
a21oi_1	512	0.0083
clkbuf_1	500	0.0061
inv_1	1	0.000012
or3_1	1	0.000020
and2_1	3	0.000061
edfxtp_1	8192	0.80
nor2_1	232	0.0028
mux4_2	2048	0.15
nor3_1	30	0.00049
or2_2	2	0.000041
buf_2	195	0.0032
nand2b_1	6	0.00012
nand2_1	28	0.00034
o41ai_1	128	0.0036
buf_4	36	0.00088
path summary, 6_finish.rpt:
path | startpoint | endpoint | depth (start not counted)
worst max-delay path | ALUResultM[0] | ReadDataM[27] | 15
worst min-delay path | WriteDataM[30] | mem2.memory[113][30] | 1
cell usage in the layout, fill, tap and decap left out, types with 9 or more instances in the layout:
master,n
a21oi_1,507
a22oi_1,1024
buf_12,18
buf_4,803
buf_8,32
bufinv_16,71
clkbuf_1,182
clkbuf_16,807
clkdlybuf4s50_1,39
clkinv_1,204
clkinv_16,18
clkinv_2,134
clkinvlp_4,9
diode_2,15
edfxtp_1,8192
inv_16,14
mux4_2,2048
nand2_1,11
nand2_2,16
nand4_1,32
nor2_4,228
nor3_2,30
o41ai_1,38
o41ai_2,89
metrics by stage:
step	instances	instance area, um^2	total power, mW	utilization
after global placement	21270	325200	5.956	0.5290
after CTS	22730	350800	10.09	0.5706
after global routing	22740	350800	10.31	0.5707
after detailed placement	21270	325200	5.970	0.5290
final	22750	350800	10.03	0.5707
after floorplan	13060	308400	5.725	-
cell families after synthesis:
group,count (synthesis),share of synthesized area
AND-OR/OR-AND,1664,0.03687
flip-flops,8192,0.7977
multiplexers,2048,0.1496
AND/OR/NAND/NOR,354,0.004897
buffers and inverters,797,0.01093
No activity file was given, so power comes from the tool's default toggle rates.
