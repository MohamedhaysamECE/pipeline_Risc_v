<file path="run.sh">
#!/bin/bash
# OpenROAD 26Q1-2900-gdf79404cd8, Yosys 0.63+post, stock flow scripts
make -C /OpenROAD-flow-scripts/flow DESIGN_CONFIG=/design/flow/config.mk WORK_HOME=/design/flow/orfs finish
</file>
<file path="config.mk">
export PLATFORM = sky130hd
export DESIGN_NAME = register_file_p
export DESIGN_NICKNAME = register_file_p
export VERILOG_FILES = /design/flow/design.v
export SDC_FILE = /design/flow/constraint.sdc
export NUM_CORES = 4
export LEC_CHECK = 1
export CORE_UTILIZATION = 30
</file>
<file path="constraint.sdc">
current_design register_file_p

set clk_period 7.1
set clk_io_pct 0.2

create_clock -name clk0 -period $clk_period [get_ports {clk}]

set non_clock_inputs [all_inputs -no_clocks]
set_input_delay [expr $clk_period * $clk_io_pct] -clock clk0 $non_clock_inputs
set_output_delay [expr $clk_period * $clk_io_pct] -clock clk0 [all_outputs]
</file>
<file path="design.v">
`timescale 1ns / 1ps
module register_file_p(
        input clk,                    
        input [4:0] A1, A2, A3,       
        input [31:0] WD3,             
        input WE3,                    
        output   [31:0] RD1, RD2    
    );
        reg [31:0] registers [31:0];
        always @(negedge clk) begin
            if (WE3) begin
                registers[A3] <= WD3;  
            end
        end
    assign   RD1 = (A1 != 0)? registers[A1] : 32'd0;
    assign   RD2 = (A2 != 0)? registers[A2] : 32'd0;
endmodule
</file>
==> qor_table.md <==
| Parameter | This run |
|:---|:---|
| Total internal power | 11.7 mW |
| Proportion of power drawn by the clock network | 50.0% |
| Area after detailed placement | 52900 um^2 |
| Overall track demand over capacity in global routing | 21.6% |
| Top cell type by total area after synthesis | sky130_fd_sc_hd__edfxtp_1 |
| Yosys stat cell total | 2291 |
| Final hold violations | 0 |
| Switching share of total power | 28.3% |
| Register area share after synthesis | 65.3% |
| Largest register by flop count | registers |
| Setup repair after global routing missed its margin | yes |
| Final cell utilization of the core | 39.7% |
| Leakage power summed over all cells | 23.8 nW |
| Average wire length per cell after detail routing | 27.5 um |
| Remaining global-route overflow | 0 |
| Clock root cell | sky130_fd_sc_hd__clkbuf_16 |
| Count of placed standard cells including taps | 4527 |
| Worst hold slack after final layout | 3690 ps |
| Number of rows created at floorplan | 145 |
| Via count of the first global-routing pass | 36200 |
| Number of warnings printed during yosys synthesis | 1 |
| Post-detailed-route via-to-cell ratio | 5.28 |
| Count of port buffers added during placement | 112 |
| Longest Clk Path Bufs | 3 |
| Number of cells in the finished layout apart from fillers | 5762 |
| Launch instance of the worst min-delay path | A2[4] |
| TritonCTS clock tree | done |
| Chip footprint | 159000 um^2 |
| Rel. slew slack | 21.6% |
| Maximum number of pins on one net before global-route repair | 75 |
| Worst-case hold path end point | RD2[8] |
| Number of max-slew violations in the final report | 0 |
| Cell area power density | 264 nW/um^2 |
| Slowest stage cell on the critical path | sky130_fd_sc_hd__mux4_2 |
| Starting DRT DRC Count | 1716 |
| CTS HTree Levels | 3 |
| Total I/O pin count | 113 |
| Main synth FF type | sky130_fd_sc_hd__edfxtp_1 |
| Sort of element at the end of the critical path | output pin |
| Reg area | 30700 um^2 |
| Startpoint-to-endpoint class of the critical path | reg -> out |
| Status | complete, but fails checks |
| Routed Wire Length | 158 mm |
| Setup_tns | -19650 ps |
| Critical path peak fanout | 2 |
| Combinational fraction of design power | 8.3% |
| Delay of the slowest cell on the worst path | 500 ps |
| Fill count | 13500 |
| Overall power of the completed layout | 16.4 mW |
| Warning total across the stage logs | 1030 |
| Largest registers | registers: 1024 flops |
| Sink Count | 1024 |
| Final number of setup-violating endpoints | 64 |
| Unique masters post-synth | 40 |
| Most numerous cell on the critical path | sky130_fd_sc_hd__mux4_2 |
| Cell breakdown of the critical path | mux4_2, mux4_2, o22ai_2, nor3_2, buf_4, buf_6 |
| IR drop worst, VDD | 0.201 mV |
| Area share of the leading cell type in the synthesized netlist | 65.3% |
| Post-DP HPWL | 94.6 mm |
| Worst-case setup margin in the final layout | -483 ps |
| Ys flops | 1024 |
| Number of antenna violations at the first check in global routing | 7 |
| Count of library flops with an enable pin | 1024 |
| Sequential share of power | 41.6% |
| DR vias | 30400 |
| Floorplan-stage core utilization | 30.2% |
| Final design instance area without fill | 61900 um^2 |
| Global-route wire length before repair | 227 mm |
| Reported net switching power | 4.63 mW |
| Overall die width | 398 um |
| Share of layout cells above drive strength 1 | 32.9% |
| Total CTS buffers | 109 |
| Layout Area Growth over Synthesis | 31.5% |
| Number of flip-flops in the largest register | 1024 |
| Post-placement worst setup slack | -607 ps |
| Hold WC Path Type | in -> out |
| Max Cap Viol | 0 |
| Post-route DRC | 0 |
| Tightest Pin Transition | 1170 ps |
| Reg clk slew, reported paths | 30 ps |
| Area of the multi-input gates | 17200 um^2 |
| Endpoint arrival time on the critical path | 6160 ps |
| Count of TritonRoute iterations in the first routing pass | 16 |
| Gp weighted congestion | 0.861 |
| Total core area | 156000 um^2 |
| Yosys top cell by instances | sky130_fd_sc_hd__edfxtp_1 |
| Post-Synthesis Cells | 2291 |
| Ranking of synthesized cells by instance count | sky130_fd_sc_hd__edfxtp_1, sky130_fd_sc_hd__mux4_2, sky130_fd_sc_hd__mux2i_1 |
| Antenna-violating nets left | 0 |
| Synth top area cells | sky130_fd_sc_hd__edfxtp_1, sky130_fd_sc_hd__mux4_2, sky130_fd_sc_hd__mux2i_1, sky130_fd_sc_hd__o22ai_1, sky130_fd_sc_hd__a22o_1 |
| Chip height | 398 um |
| Average footprint of a synthesized cell | 20.6 um^2 |
| Worst Hold Path Cells | 4 |
| Share of flip-flops with an asynchronous set or reset | 0% |
| Kind of launch point of the worst setup path | flop |
| Violations in the final reports | negative setup slack |
| Post-Syn Area | 47100 um^2 |
| Required @ worst endpoint | 5680 ps |
| Total cell area reported by yosys after synthesis | 47100 um^2 |
area by class of cell:
| class | instances | share of cell area [%] |
|---|---|---|
| Antenna cell | 3 | 0.0121 |
| Timing Repair Buffer | 373 | 5.95 |
| Clock buffer | 112 | 4.53 |
| Clock inverter | 1118 | 7.83 |
| Tap cell | 2058 | 4.16 |
| Sequential cell | 1024 | 49.7 |
| Multi-Input combinational cell | 1071 | 27.9 |
| Inverter | 3 | 0.0182 |
power by group through the flow:
stage,clock [mW],sequential [mW],combinational (mW)
finish,8.19,6.81,1.37
global route,9.11,6.80,1.45
CTS,8.40,6.81,1.36
cells by family after synthesis:
family                 after synthesis  share of synthesized area (%)
muxes                              658                           26.4
and+or+nand+nor                    149                           1.63
AOI/OAI and AO/OA                  264                           4.36
DFF                               1024                           65.3
buffers and inverters              196                           2.26
cell usage in the layout (no fill, tap or decap), types with 6 or more instances in the layout:
cell type                         Yosys  routed
sky130_fd_sc_hd__nor2_4               0      33
sky130_fd_sc_hd__mux2_2              33      29
sky130_fd_sc_hd__a21oi_1              8       8
sky130_fd_sc_hd__a22o_1              53      48
sky130_fd_sc_hd__nor3_2               0      22
sky130_fd_sc_hd__nand2_1              7       7
sky130_fd_sc_hd__buf_12               0      72
sky130_fd_sc_hd__inv_4                0      17
sky130_fd_sc_hd__o22ai_1            105      78
sky130_fd_sc_hd__clkinvlp_2           0      27
sky130_fd_sc_hd__buf_4               28     191
sky130_fd_sc_hd__a22oi_1             16      16
sky130_fd_sc_hd__mux4_2             465     465
sky130_fd_sc_hd__buf_2               60      59
sky130_fd_sc_hd__o22ai_2              0      16
sky130_fd_sc_hd__a2111oi_2            8      16
sky130_fd_sc_hd__clkdlybuf4s50_1      0      40
sky130_fd_sc_hd__nor3_1              55      11
sky130_fd_sc_hd__nand2b_1             6       6
sky130_fd_sc_hd__inv_1                3    1047
sky130_fd_sc_hd__nor3_4               0      22
sky130_fd_sc_hd__nand3b_1             7       7
sky130_fd_sc_hd__o22ai_4              0      11
sky130_fd_sc_hd__edfxtp_1          1024    1024
sky130_fd_sc_hd__clkbuf_16            0     112
sky130_fd_sc_hd__mux2i_1            160     159
sky130_fd_sc_hd__a2111oi_4            0      44
sky130_fd_sc_hd__nor2b_1             13      10
sky130_fd_sc_hd__bufinv_16            0      20
sky130_fd_sc_hd__nor2_1              39       6
critical path: cells and delay by family, from the launching register on:
kind                   cells  cell delay [ps]
AOI/OAI and AO/OA          1              130
DFF                        1              390
buffers and inverters      2              320
muxes                      2              990
and+or+nand+nor            1               70
worst max-delay path by stage:
stage	cells after the start	from	end	slack, ps
4_1_cts	6	registers[23][31]	RD1[31]	-520
5_1_grt	6	registers[23][31]	RD1[31]	-540
6_report	6	registers[23][31]	RD1[31]	-480
timing repair:
item | 4_1_cts | 5_1_grt
hold buffers | 0 | 0
setup endpoints to repair | 64 | 64
gates resized | 466 | 29
pin swaps | 141 | 22
buffers inserted | 20 | 5
metal layers:
metal	vias to the layer above	track usage [%]	share of wire, %
met4	25	9.88	4.2
met1	14700	19.5	29
met5	-	3.63	0.32
met2	2452	30.9	47
li1	12800	-	-
met3	401	21.3	20
Power figures rest on the tool's default switching activity, not on a simulated workload.
